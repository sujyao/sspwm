--- /design/flow/config.mk ---
export PLATFORM = sky130hd
export DESIGN_NAME = pwm
export DESIGN_NICKNAME = pwm
export VERILOG_FILES = /design/flow/design.v
export SDC_FILE = /design/flow/constraint.sdc
export NUM_CORES = 4
export LEC_CHECK = 1
export CORE_UTILIZATION = 30
--- /design/flow/run.sh ---
#!/bin/bash
# OpenROAD 26Q1-2900-gdf79404cd8, Yosys 0.63+post, stock flow scripts
make -C /OpenROAD-flow-scripts/flow DESIGN_CONFIG=/design/flow/config.mk WORK_HOME=/design/flow/orfs finish
--- /design/flow/design.v ---
module  pwm(
		input clk,
		output reg pwm);
	integer counter;
	integer dut;
	integer div = 5681;  
	integer r = 0;
	integer delay = 0;
	integer THETA_TMP_COUNTER = 0;
	reg  [9:0] THETA = 10'd0;    
	reg [8:0] THETA_TMP;         
	reg [9:0] THETA_HLP;         
	reg [12:0] SINE_TMP;          
	reg [12:0] SINE_OUT;          
always @(posedge clk) begin
	if(r == div ) begin
		THETA = 10'd44;
      r = 1;
		if(THETA == 10'd0) begin
			THETA_TMP_COUNTER = THETA_TMP_COUNTER + 1;
		end
		else begin
			THETA_TMP_COUNTER = THETA_TMP_COUNTER;
		end
   end
   else begin
		pwm = 1'b1;
		if(counter == 5000) begin  
			counter = 0;
			pwm = 1'b1; 
		end
		else begin
			counter = counter + 1;
			pwm = pwm;
		end
		if(counter <= 3897)  
			pwm = 1'b1;
		else
			pwm =1'b0;
		if(THETA_TMP_COUNTER == 1) begin
			THETA = 10'd0;
			if(delay == 500000) begin
				THETA_TMP_COUNTER = 0;
				delay = 0;
			end
			else begin 
				delay = delay + 1;
				pwm = 1'b0;
			end 		 
		end	
		else begin
			r = r + 1;	
		end	  
	end
end 
always @(THETA) begin       
	case (THETA)                    			
			10'd0	:	SINE_TMP	 =	13'd	0	;
			10'd1	:	SINE_TMP	 =	13'd	178	;
			10'd2	:	SINE_TMP	 =	13'd	357	;
			10'd3	:	SINE_TMP	 =	13'd	534	;
			10'd4	:	SINE_TMP	 =	13'd	712	;
			10'd5	:	SINE_TMP	 =	13'd	888	;
			10'd6	:	SINE_TMP	 =	13'd	1063	;
			10'd7	:	SINE_TMP	 =	13'd	1237	;
			10'd8	:	SINE_TMP	 =	13'd	1409	;
			10'd9	:	SINE_TMP	 =	13'd	1579	;
			10'd10	:	SINE_TMP	 =	13'd	1747	;
			10'd11	:	SINE_TMP	 =	13'd	1913	;
			10'd12	:	SINE_TMP	 =	13'd	2077	;
			10'd13	:	SINE_TMP	 =	13'd	2238	;
			10'd14	:	SINE_TMP	 =	13'd	2396	;
			10'd15	:	SINE_TMP	 =	13'd	2551	;
			10'd16	:	SINE_TMP	 =	13'd	2703	;
			10'd17	:	SINE_TMP	 =	13'd	2852	;
			10'd18	:	SINE_TMP	 =	13'd	2996	;
			10'd19	:	SINE_TMP	 =	13'd	3137	;
			10'd20	:	SINE_TMP	 =	13'd	3274	;
			10'd21	:	SINE_TMP	 =	13'd	3407	;
			10'd22	:	SINE_TMP	 =	13'd	3536	;
			10'd23	:	SINE_TMP	 =	13'd	3659	;
			10'd24	:	SINE_TMP	 =	13'd	3779	;
			10'd25	:	SINE_TMP	 =	13'd	3893	;
			10'd26	:	SINE_TMP	 =	13'd	4003	;
			10'd27	:	SINE_TMP	 =	13'd	4107	;
			10'd28	:	SINE_TMP	 =	13'd	4206	;
			10'd29	:	SINE_TMP	 =	13'd	4300	;
			10'd30	:	SINE_TMP	 =	13'd	4388	;
			10'd31	:	SINE_TMP	 =	13'd	4471	;
			10'd32	:	SINE_TMP	 =	13'd	4548	;
			10'd33	:	SINE_TMP	 =	13'd	4619	;
			10'd34	:	SINE_TMP	 =	13'd	4685	;
			10'd35	:	SINE_TMP	 =	13'd	4744	;
			10'd36	:	SINE_TMP	 =	13'd	4797	;
			10'd37	:	SINE_TMP	 =	13'd	4845	;
			10'd38	:	SINE_TMP	 =	13'd	4886	;
			10'd39	:	SINE_TMP	 =	13'd	4921	;
			10'd40	:	SINE_TMP	 =	13'd	4949	;
			10'd41	:	SINE_TMP	 =	13'd	4971	;
			10'd42	:	SINE_TMP	 =	13'd	4987	;
			10'd43	:	SINE_TMP	 =	13'd	4997	;
			10'd44	:	SINE_TMP	 =	13'd	5000	;
			10'd45	:	SINE_TMP	 =	13'd	4997	;
			10'd46	:	SINE_TMP	 =	13'd	4987	;
			10'd47	:	SINE_TMP	 =	13'd	4971	;
			10'd48	:	SINE_TMP	 =	13'd	4949	;
			10'd49	:	SINE_TMP	 =	13'd	4921	;
			10'd50	:	SINE_TMP	 =	13'd	4886	;
			10'd51	:	SINE_TMP	 =	13'd	4845	;
			10'd52	:	SINE_TMP	 =	13'd	4797	;
			10'd53	:	SINE_TMP	 =	13'd	4744	;
			10'd54	:	SINE_TMP	 =	13'd	4685	;
			10'd55	:	SINE_TMP	 =	13'd	4619	;
			10'd56	:	SINE_TMP	 =	13'd	4548	;
			10'd57	:	SINE_TMP	 =	13'd	4471	;
			10'd58	:	SINE_TMP	 =	13'd	4388	;
			10'd59	:	SINE_TMP	 =	13'd	4300	;
			10'd60	:	SINE_TMP	 =	13'd	4206	;
			10'd61	:	SINE_TMP	 =	13'd	4107	;
			10'd62	:	SINE_TMP	 =	13'd	4003	;
			10'd63	:	SINE_TMP	 =	13'd	3893	;
			10'd64	:	SINE_TMP	 =	13'd	3779	;
			10'd65	:	SINE_TMP	 =	13'd	3659	;
			10'd66	:	SINE_TMP	 =	13'd	3536	;
			10'd67	:	SINE_TMP	 =	13'd	3407	;
			10'd68	:	SINE_TMP	 =	13'd	3274	;
			10'd69	:	SINE_TMP	 =	13'd	3137	;
			10'd70	:	SINE_TMP	 =	13'd	2996	;
			10'd71	:	SINE_TMP	 =	13'd	2852	;
			10'd72	:	SINE_TMP	 =	13'd	2703	;
			10'd73	:	SINE_TMP	 =	13'd	2551	;
			10'd74	:	SINE_TMP	 =	13'd	2396	;
			10'd75	:	SINE_TMP	 =	13'd	2238	;
			10'd76	:	SINE_TMP	 =	13'd	2077	;
			10'd77	:	SINE_TMP	 =	13'd	1913	;
			10'd78	:	SINE_TMP	 =	13'd	1747	;
			10'd79	:	SINE_TMP	 =	13'd	1579	;
			10'd80	:	SINE_TMP	 =	13'd	1409	;
			10'd81	:	SINE_TMP	 =	13'd	1237	;
			10'd82	:	SINE_TMP	 =	13'd	1063	;
			10'd83	:	SINE_TMP	 =	13'd	888	;
			10'd84	:	SINE_TMP	 =	13'd	712	;
			10'd85	:	SINE_TMP	 =	13'd	534	;
			10'd86	:	SINE_TMP	 =	13'd	357	;
			10'd87	:	SINE_TMP	 =	13'd	178	;
			10'd88	:	SINE_TMP	 =	13'd	0	;
		default: SINE_TMP = 13'd0;
	endcase
	SINE_OUT = SINE_TMP;
end
endmodule
--- /design/flow/constraint.sdc ---
current_design pwm

set clk_period 8.8
set clk_io_pct 0.2

create_clock -name clk0 -period $clk_period [get_ports {clk}]

set non_clock_inputs [all_inputs -no_clocks]
set_input_delay [expr $clk_period * $clk_io_pct] -clock clk0 $non_clock_inputs
set_output_delay [expr $clk_period * $clk_io_pct] -clock clk0 [all_outputs]
==> out/summary.txt <==
Status: finished, final reports clean
Leakage: 0.00124 µW
Power per cell area: 151 nW/µm²
Global-route wire length before repair: 10.8 mm
Residual DRC: 0
Syn avg cell area: 10.3 µm²
First-iteration detailed-routing DRC count: 155
Post-synthesis instance total: 325
GP Congestion: 0.858
DRT Pass-1 Iters: 7
Largest net degree at the start of global routing: 35
Clock tree root buffer cell: clkbuf_8
CP required: 7.04 ns
Tightest Hold Check Type: reg -> reg
Crit share post-route: 0.333
Clk slew on worst S/H paths: 0.08 ns
Hold Violations, Final: 0
I/O pin cnt: 2
Clock skew: 0.0114 ns
Yosys cell types: 45
Antenna Cells: 0
Per-cell routed wire length: 12.9 µm
Worst VDD drop: 59.8 µV
Critical-path top delay cell: clkdlybuf4s50_1
# Max-Cap Violations: 0
GRT Residual Overflow: 0
Finish-stage setup viols: 0
PortBufs: 1
Data arrival time at the worst-slack endpoint: 1.17 ns
Via density: 4.92
Row count: 38
Sink Count: 65
Area growth syn-to-layout: 10.9%
Final core occ: 0.342
Yosys Instances: 325
Unrepaired setup endpoints after global routing: false
TritonCTS clock tree: done
Clock latency (worst-skew pair): 0.34 ns
H-tree depth: 3
Worst-path fanout max: 1
Die width: 108 µm
Post-synth ARST share: 0
CTS Buf Count: 9
Vias: 2359
Total negative slack: 0 ns
Total track usage: 0.120
Register bit total from synthesis: 65
Minimum clock period: 2.93 ns
Crit path launch type: register
Crit Path Class: reg -> out
Dpl hpwl: 4.29 mm
Chip Area: 11600 µm²
Die height: 108 µm
Routed Antenna Nets: 0
Tool warnings: 27
Count of library flops with an enable pin: 33
Vias in the first global route: 2293
WHS: 0.458 ns
Buf/Inv on CP: 1
WL final: 6.16 mm
Post-synthesis cell area: 3340 µm²
Critical Path End Type: output pin
Post-CTS Resized: 0
Cts-stage hold buffer count: 0
Number of setup buffers added after CTS: 0
Floorplan core density: 0.308
Final instance area: 3710 µm²
Initial antenna violation count: 0
Slew of the pin with the lowest slew margin: 0.806 ns
Yosys chip area: 3340 µm²
Crit path cell chain: clkdlybuf4s50_1
# fillers: 1094
Area after DPL: 3510 µm²
Share of layout cells above drive strength 1: 0.0973
Seq share, synth: 0.488
Placeable core area: 10800 µm²
Max-slew headroom: 0.458
Slew Viols, Final: 0
Longest Clk Path Bufs: 2
Cell family with most CP delay: buffers and inverters
Yosys warning tally: 1
Max incr delay on CP: 0.46 ns
Main flop type: edfxtp_1
Fmax: 0.342 GHz
-- final timing paths --
check,cells after the start,startpoint,end,slack (ns)
setup / recovery,1,pwm,pwm,5.87
hold / removal,1,r[0],r[0],0.46
setup reg to reg,6,counter[23],pwm,6.01
hold reg to reg,1,r[0],r[0],0.46
-- cell usage after synthesis, types with 2 or more instances --
cell / number / area (µm²)
edfxtp_1: 33 / 991
or2_2: 6 / 37.5
nor2_1: 30 / 113
mux2i_1: 2 / 20.0
or4_1: 2 / 15.0
nor4b_1: 4 / 35.0
a211oi_1: 2 / 15.0
ha_1: 4 / 50.1
inv_1: 17 / 63.8
buf_2: 3 / 15.0
and3_1: 6 / 37.5
and2_1: 2 / 12.5
xnor2_1: 43 / 377
nor4_1: 16 / 100
or4_4: 2 / 22.5
dfxtp_1: 32 / 641
nand3_1: 25 / 125
a21boi_0: 2 / 15.0
and4_1: 3 / 26.3
nor3_1: 13 / 65.1
nand2b_1: 2 / 12.5
xor2_1: 15 / 131
nand2_1: 18 / 67.6
nand4_1: 20 / 125
a211o_1: 2 / 17.5
nand3b_1: 2 / 15.0
-- power breakdown --
| part | leakage (µW) | switching (µW) | internal [µW] | total, µW |
|---|---|---|---|---|
| logic | 0.000497 | 0 | 0 | 0.000497 |
| clock network | 0.000103 | 123 | 122 | 245 |
| registers | 0.000642 | 0 | 315 | 315 |
-- area by class of cell --
type	count	area, µm²	area share
Sequential cell	65	1630	0.440
Multi-Input combinational cell	238	1620	0.436
Tap cell	140	175	0.0472
Clock buffer	10	149	0.0402
Inverter	17	63.8	0.0172
Clock inverter	6	46.3	0.0125
Timing Repair Buffer	3	25.0	0.00675
-- state kept, by name (all words and copies together), names as in the netlist --
name and cells:
r 32, counter 32, pwm 1
-- layer usage --
metal	up-vias	global-route usage	share of wire
met4	0	0.0215	0.0093
met5	-	0	0
met2	50	0.175	0.44
met1	1098	0.188	0.50
met3	6	0.0290	0.050
li1	1205	-	-
-- cell usage in the layout, fill, tap and decap left out, types with 3 or more instances in the layout --
cell type / instances
inv_1: 17
edfxtp_1: 33
nand4_1: 20
clkbuf_8: 9
nor4b_1: 4
and4_1: 3
nor4_1: 16
xor2_1: 15
nand2_1: 18
ha_1: 4
xnor2_1: 43
nor3_1: 13
or2_2: 6
and3_1: 6
nor2_1: 30
nand3_1: 25
dfxtp_1: 32
-- through the flow --
step / worst slack (ns) / std cells / total power (µW)
after floorplan: 6.17 / 325 / 322
after global placement: 5.97 / 463 / 322
after detailed placement: 6.03 / 463 / 322
after CTS: 5.85 / 479 / 569
after global routing: 5.80 / 479 / 579
final: 5.87 / 479 / 560
-- worst register-to-register path: cells and delay by family, from the launching register on --
| kind | cells | cell delay (ns) |
|---|---|---|
| AND/OR/NAND/NOR | 4 | 1.39 |
| AND-OR/OR-AND | 2 | 0.77 |
| flip-flops | 1 | 0.48 |
-- cell families (layout without fill, tap and decap cells) --
kind of cell    Yosys count  in the layout  synth area share
buf+inv                  22             36            0.0281
compound gates           12             12            0.0314
fa+ha+maj                 5              5            0.0180
xor+xnor                 58             58             0.152
simple gates            161            161             0.276
mux                       2              2           0.00599
flops                    65             65             0.488
Power figures rest on the tool's default switching activity, not on a simulated workload.
