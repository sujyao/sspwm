`/design/flow/config.mk`:
```
export PLATFORM = sky130hd
export DESIGN_NAME = theta
export DESIGN_NICKNAME = theta
export VERILOG_FILES = /design/flow/design.v
export SDC_FILE = /design/flow/constraint.sdc
export NUM_CORES = 4
export LEC_CHECK = 1
export CORE_UTILIZATION = 30
```
`/design/flow/constraint.sdc`:
```
current_design theta

set clk_period 4.2
set clk_io_pct 0.2

create_clock -name clk0 -period $clk_period [get_ports {clk}]

set non_clock_inputs [all_inputs -no_clocks]
set_input_delay [expr $clk_period * $clk_io_pct] -clock clk0 $non_clock_inputs
set_output_delay [expr $clk_period * $clk_io_pct] -clock clk0 [all_outputs]
```
`/design/flow/design.v`:
```
module  theta(
		input clk,
		output  reg  [8:0] theTA);
	integer div = 2000;  
	integer r = 0;
	always @(posedge clk) begin
		if(r == div ) begin
			theTA = (theTA + 9'b1) % 9'd501;  
			r = 0;
		end
		else begin
			r = r + 1;
		end
	end 		
endmodule
```
`/design/flow/run.sh`:
```
#!/bin/bash
# OpenROAD 26Q1-2900-gdf79404cd8, Yosys 0.63+post, stock flow scripts
make -C /OpenROAD-flow-scripts/flow DESIGN_CONFIG=/design/flow/config.mk WORK_HOME=/design/flow/orfs finish
```
==> changes_impl.md <==
### Changed

* Status: finished clean
* Leak Pwr at 0.831 nW
* Latency at later pin at 0.29 ns
* Vias in the first global route at 1310
* Post-CTS sizing at 0
* Comb power frac at 0%
* Crit path largest cell delay at 0.50 ns
* Initial antenna violation count at 0
* Tool warnings at 27
* Pre-CTS setup slack at 1.45 ns
* Max FO, Critical Path at 9
* Die Width at 83.9 um
* Die H at 83.9 um
* Clk sink count at 41
* Internal power at 0.570 mW
* N_diodes at 0
* Syn avg cell area at 9.71 um2
* Psw at 0.126 mW
* FP Core Util at 31.3%
* Area Growth Syn to Fin at 14.2%
* Die area at 0.00703 mm2
* H-tree depth at 2
* FP Rows at 29
* Cell Type Count at 40
* CP top delay family: AND-OR/OR-AND gates
* Fmax at 362 MHz
* Antenna Nets Post-Route at 0
* Sw Ratio at 18.1%
* Inst Count DP at 288
* Ys Warns at 1
* Post-route minimum period at 2.76 ns
* Startpoint types: flop
* Worst slew pin tran at 0.437 ns
* Largest net degree at the start of global routing at 19
* Fin worst setup slack at 1.44 ns
* Gp weighted congestion at 0.884
* Slowest cell on the critical path: edfxtp_1
* Final Cycle Share at 65.8%
* Clock root cell: clkbuf_8
* Crit-path cells: ha_1, nand4_2, or3_1, a211o_1, a221oi_4, a21boi_2, a21oi_1
* Main flop type: dfxtp_1
* Final hold violation count at 0
* Worst endpoint data arrival time at 2.79 ns
* Via density at 4.90
* Synth flops at 41
* CTS tree: yes
* Clock Skew at 0.00277 ns
* PortBufs at 9
* Pwr Density at 303 mW/mm2
* RSZ-0062 raised after global routing: false
* Hold Path Class: flop to flop
* Cell Count, Final, Fillers Out at 296
* Crit path DRT at 4.23 ns
* Yosys cell count at 207
* Core area at 0.00642 mm2
* DR vias at 1449
* Final Max Tran Viols at 0
* DR iter-0 viols at 49
* Total gr overflow at 0
* Cell type with the largest total area: dfxtp_1
* Top cells by area: dfxtp_1 32%, edfxtp_1 13%, xnor2_1 9.6%, xor2_1 6.5%, nor2_1 4.3%
* FF-to-FF path depth at 7
* Flip-flops with a built-in enable at 9
* Worst setup path class: flop to flop
* Crit end category: flop
* Levels on crit path at 7
* First-pass GRT wire length at 5840 um
* Clk buf depth at 2
* Overall Power at 0.696 mW
* Max-cap violations at 0
* Num ports at 10
* Detail Placement HPWL at 2300 um
* Mapped Area at 0.00201 mm2
* Peak supply drop at 0.190 mV
* Buf/Inv on CP at 0
* Setup-failing EPs final at 0
* Total Wirelength at 3260 um
* Detailed Routing Iterations Pass 1 at 22
* Yosys Chip Area at 0.00201 mm2
* WL/cell at 11.0 um
* GRT Total Usage at 10.1%
* Seq pwr share at 57.5%
* Layout cells sized above 1 at 5.94%
* Clock share of power at 42.5%
* Gate Count Post-Synth at 207
* Setup TNS at 0 ns
* CTS Buf Count at 5
* Postcts setup bufs at 0
* Worst hold path cell count at 1
* Fill count at 636
* DRC at 0
* Worst rel slew slack at 70.6%
* Synth async-reset ratio at 0%
* Max-area cell share at 31.9%
* Clk slew on worst S/H paths at 0.07 ns
* Synth Seq Share at 45.3%
* CTS Hold Bufs at 0
-- through the flow --
| stage | cell area (um2) | util [%] | hold WS (ns) |
|---|---|---|---|
| 5_1_grt | 2300 | 35.7 | 0.479 |
| 6_report | 2300 | 35.7 | 0.460 |
| 3_5_place_dp | 2180 | 34.0 | 0.456 |
| 4_1_cts | 2300 | 35.7 | 0.468 |
| 2_1_floorplan | 2010 | - | 0.435 |
| 3_3_place_gp | 2180 | 34.0 | 0.452 |
-- state kept, by name, indices dropped and copies added (netlist names) --
register  cells
theTA         9
r            32
-- kinds of logic (layout without fill, tap and decap cells) --
kind of cell,count (synthesis),in the layout,synth area share (%)
and+or+nand+nor,93,93,24.8
DFF,41,41,45.3
xor gates and xnor gates,37,37,16.1
AOI/OAI and AO/OA,16,16,6.60
buffers and inverters,12,24,2.55
adders and majority gates,5,5,3.11
muxes,3,3,1.56
-- Yosys cell counts, types with 2 or more instances --
library cell,n
xnor2_1,22
nand3_1,15
clkbuf_1,3
dfxtp_1,32
nor3_1,3
nor4b_1,3
edfxtp_1,9
o211ai_1,2
a21oi_1,2
and3_1,7
nand2_1,17
nor2_1,23
nand4_1,8
and4_1,5
inv_1,6
mux2i_1,2
xor2_1,15
nor4_1,3
buf_2,2
ha_1,5
o21ai_0,3
or3_1,2
-- worst paths after layout --
path | slack (ns) | endpoint | startpoint
setup / recovery | 1.44 | theTA[8] | theTA[0]
hold / removal | 0.46 | r[31] | r[31]
setup reg to reg | 1.44 | theTA[8] | theTA[0]
hold reg to reg | 0.46 | r[31] | r[31]
-- per-layer routing --
layer	vias up	global-route usage, %	wire length, um
li1	754	-	-
met1	661	15.7	1750
met2	26	15.3	1350
met3	8	1.81	105
met4	0	1.57	53
met5	-	0	0
-- layout make-up --
cell class / count / area, um2 / area share (%)
clock buffers: 8 / 111 / 4.85
inverters: 6 / 22.5 / 0.981
multi-input cells: 154 / 1060 / 46.0
flip-flops and latches: 41 / 911 / 39.7
well taps: 77 / 96.3 / 4.20
repair buffers: 10 / 97.6 / 4.25
-- cell usage in the layout, fill, tap and decap left out, types with 5 or more instances in the layout --
master	n
nand4_1	8
dfxtp_1	32
clkdlybuf4s50_1	9
edfxtp_1	9
and3_1	7
xor2_1	15
nand3_1	15
xnor2_1	22
inv_1	6
and4_1	5
clkbuf_8	6
ha_1	5
nand2_1	17
nor2_1	23
-- power by group through the flow --
stage,sequential [mW],clock (mW),combinational (mW)
4_1_cts,0.400,0.310,0.000000412
5_1_grt,0.400,0.328,0.000000412
6_report,0.400,0.296,0.000000412
-- worst reg2reg max path, delay by kind of cell, from the launching register on --
kind | cells | cell delay [ns]
adders and majority gates | 1 | 0.41
DFF | 1 | 0.50
AOI/OAI and AO/OA | 4 | 0.99
and+or+nand+nor | 2 | 0.61
Power and IR drop assume default switching activity.
