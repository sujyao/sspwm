==> design/flow/config.mk <==
export PLATFORM = sky130hd
export DESIGN_NAME = theta_10s
export DESIGN_NICKNAME = theta_10s
export VERILOG_FILES = /design/flow/design.v
export SDC_FILE = /design/flow/constraint.sdc
export NUM_CORES = 4
export LEC_CHECK = 1
export CORE_UTILIZATION = 30
==> design/flow/constraint.sdc <==
current_design theta_10s

set clk_period 4.5
set clk_io_pct 0.2

create_clock -name clk0 -period $clk_period [get_ports {clk}]

set non_clock_inputs [all_inputs -no_clocks]
set_input_delay [expr $clk_period * $clk_io_pct] -clock clk0 $non_clock_inputs
set_output_delay [expr $clk_period * $clk_io_pct] -clock clk0 [all_outputs]
==> design/flow/design.v <==
module  theta_10s(
		input clk,
		output  reg  [7:0] theTA);
	integer div = 3906;  
	integer r = 0;
	always @(posedge clk) begin
		if(r == div ) begin
			theTA = (theTA + 9'b1) % 9'd41;  
			r = 0;
		end
		else begin
			r = r + 1;
		end
	end 		
endmodule
==> design/flow/run.sh <==
#!/bin/bash
# OpenROAD 26Q1-2900-gdf79404cd8, Yosys 0.63+post, stock flow scripts
make -C /OpenROAD-flow-scripts/flow DESIGN_CONFIG=/design/flow/config.mk WORK_HOME=/design/flow/orfs finish
==> results_slide.txt <==
Key Metrics from the Run

Outcome
  – Status: finished, final reports clean

Critical path
  – Critical path data required time: 4.63 ns
  – Crit path cell chain: and3_2 > nand2b_1 > nand2_1 > inv_1 > ha_1 > nand2b_1 > nand3_1 > a32oi_2 > or3_4 > nand2_1 > ha_1 > o21ai_1 > a2111o_1 > o211ai_1 > o2111ai_2 > o211ai_4 > o21ai_2 > or3_1 > o211ai_1
  – Crit path largest cell delay: between 0.4 and 0.5 ns
  – Worst r2r dst: theTA[2]$_DFFE_PN_
  – Crit Path Max Fanout: 7
  – R2R Setup Slk: about 0.28 ns
  – Startpoint Class: flip-flop
  – Critical R2R Launch: theTA[1]$_DFFE_PN_
  – Worst Setup Path Type: reg2reg
  – Crit path arrival time: ~4.4 ns
  – Slowest cell on crit path: edfxtp_1
  – Reg2reg path depth: 19
  – CP Capture Type: flip-flop

Cells and area
  – Fillcell total: roughly 960
  – Register Area: 881 um2
  – Tally of non-filler cells in the final layout: a little under 500
  – Logic area: between 0.0015 and 0.002 mm2
  – Layout cells sized above 1: 0.106
  – Synth-to-Final Area Change: 11.8%

Clock network
  – Clock transition at path regs: roughly 0.070 ns
  – H-tree depth: 2
  – CTS Sinks: 40
  – Clock root cell: clkbuf_8
  – CTS tree: done
  – CTS Buffer Depth: 2
  – Latency at later pin: 0.29 ns
  – Num CTS Buffers: 5

Pwr
  – Overall power: a little under 0.6 mW
  – Reg power frac: 0.614
  – Switching Fraction: 0.208
  – P_leak: 1.16 nW
  – Peak supply drop: approximately 0.10 mV
  – Internal power: around 0.47 mW
  – Comb power frac: 0
  – Pwr dens: approximately 180 mW/mm2
  – Sw power: around 0.12 mW
  – Clock power frac: 0.386

Yosys
  – Post-Syn Instances: about 350
  – Mapped cell area: 0.00295 mm2
  – Post-synthesis async set-or-reset flop share: 0
  – Area leader share: 0.217
  – Mean Syn Cell Area: ~8.4 um2
  – Post-synth seq share: 0.299
  – Main flop type: dfxtp_1
  – Synth warnings: 1
  – Area leader, netlist: dfxtp_1
  – Cell area leaders: dfxtp_1, edfxtp_1, xnor2_1, nand2_1, nor2_1
  – Number of enable flip-flop cells: 8
  – Yosys synthesis chip area: just under 0.003 mm2
  – Yosys stat cell total: 352
  – Yosys top cell by instances: nand2_1
  – Count of different cell masters after synthesis: 66
  – Yosys reg bits: 40
  – Top post-synthesis cells by count: nand2_1, nor2_1, dfxtp_1

Placement
  – IO buf count: 8
  – Final RePlAce weighted congestion: 0.926
  – Dpl ws: roughly 0.17 ns
  – DP Wirelength: approximately 4.7 mm
  – Placed cells: 479

Floorplan
  – Core Footprint: roughly 0.0094 mm2
  – Core Rows: 35
  – Chip width: between 100 and 150 um
  – Die ar.: 0.0102 mm2
  – Init Core Util: 0.315
  – I/O pin count: 9
  – Die Ht: between 100 and 150 um

Drt
  – 1st-iter DRT viols: around 130
  – Vias per inst: ~5.2
  – Vias post-DR: approximately 2.6k
  – Met2 Wirelength: roughly 2.6 mm
  – DRT Pass-1 Iters: 4
  – DRC violations left: 0
  – Met3 routed WL: between 200 and 300 um
  – Antenna viol nets, final: 0
  – Wire per inst: ~13 um
  – Top sig layer: met4
  – Drt total wl: between 6 and 7 mm
  – # diodes: 0
  – Met1 WL: 3.16 mm

STA
  – Cycle use final: 0.938
  – Slew headroom: 0.611
  – Clock skew: about 0.0065 ns
  – Pins over their slew limit: 0
  – Fmax: roughly 240 MHz
  – Hold WS: around 0.46 ns
  – Worst-margin pin slew: approximately 0.58 ns
  – Hold Fails Final Rpt: 0
  – Post-route minimum period: around 4.2 ns
  – Final setup violation count: 0
  – Final worst setup slack: approximately 0.28 ns

Global route
  – GRT Resource Usage Total: 0.128
  – First-pass GRT wire length: about 11 mm
  – Largest net degree at the start of global routing: 17
  – Vias in the first global route: about 2.3k
  – Initial antenna violation count: 0
  – Overflow after GRT: 0

Run
  – Max-Cap Viols: 0
  – OpenROAD warning count: 30

Worst hold path
  – Worst hold path endpoint: r[31]$_SDFF_PN0_
  – Hold Startpoint: r[31]$_SDFF_PN0_
  – Hold Path Stages: 1
  – Worst min-delay path category: reg2reg
==> cell families after synthesis <==
| group | after synthesis | synth area share |
|---|---|---|
| buffers and inverters | 25 | 0.0433 |
| AOI/OAI and AO/OA | 77 | 0.216 |
| and+or+nand+nor | 157 | 0.268 |
| DFF | 40 | 0.299 |
| muxes | 4 | 0.0136 |
| xor gates and xnor gates | 41 | 0.126 |
| adders and majority gates | 8 | 0.0339 |
==> timing repair <==
item                                    4_1_cts  5_1_grt
hold endpoints to repair                      0        0
endpoints found under the setup margin        0        4
buffers inserted                              0        3
hold buffers                                  0        0
resized                                       0        8
==> registers in the layout, summed over array words and instances, names as in the netlist <==
signal,cells
r,32
theTA,8
==> critical path: cells and delay by family (launching register included) <==
| family | cells | cell delay (ns) |
|---|---|---|
| AND-OR/OR-AND | 8 | 1.54 |
| adder cells (fa/ha/maj) | 2 | 0.33 |
| buffers and inverters | 1 | 0.05 |
| flip-flops | 1 | 0.49 |
| AND/OR/NAND/NOR | 8 | 1.65 |
==> area by class of cell <==
class,instances,area share
clock buffer,5,0.0209
clock inverter,2,0.00342
inverter,8,0.00911
multi-input combinational,287,0.603
sequential,40,0.267
tap,129,0.0490
timing repair buffer,18,0.0471
==> worst max path at each step <==
stage     depth (start not counted)  slack [ns]          startpoint            endpoint
4_1_cts                          19        0.15  theTA[1]$_DFFE_PN_  theTA[3]$_DFFE_PN_
5_1_grt                          18       -0.02  theTA[1]$_DFFE_PN_  theTA[3]$_DFFE_PN_
6_report                         19        0.28  theTA[1]$_DFFE_PN_  theTA[2]$_DFFE_PN_
==> metal layers <==
| layer | vias to the layer above | global-route usage |
|---|---|---|
| met5 | - | 0 |
| met4 | 0 | 0.0346 |
| met3 | 13 | 0.0168 |
| met2 | 69 | 0.195 |
| met1 | 1165 | 0.196 |
| li1 | 1316 | - |
==> power groups by stage <==
stage / Combinational (mW) / Sequential [mW] / Clock [mW]
5_1_grt: 0.000000763 / 0.363 / 0.253
6_report: 0.000000763 / 0.363 / 0.228
4_1_cts: 0.000000728 / 0.363 / 0.238
==> metrics by stage <==
stage               area, um2  setup TNS (ns)  utilization
floorplan                2950               0            -
global placement         3150               0        0.336
detailed placement       3150               0        0.336
CTS                      3230               0        0.345
global route             3300         -0.0159        0.352
finish                   3300               0        0.352
==> layout by cell type, fill, tap and decap left out, drive strengths merged, types with 6 or more instances in the layout <==
cell type and n:
nand2 35, nand4 13, xor2 13, buf 10, a21oi 15, edfxtp 8, and2 6, inv 9
and3 9, clkdlybuf4s50 8, nand3 23, or3 6, xnor2 27, nor4 11, nor2 34, o21ai 12
dfxtp 32, nor3 7, ha 8
Power figures rest on the tool's default switching activity, not on a simulated workload.
